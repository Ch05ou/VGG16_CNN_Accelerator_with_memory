[config.mk]
export PLATFORM = sky130hd
export DESIGN_NAME = LineBuffer
export DESIGN_NICKNAME = LineBuffer
export VERILOG_FILES = /design/flow/design.v
export SDC_FILE = /design/flow/constraint.sdc
export NUM_CORES = 4
export LEC_CHECK = 1
export CORE_UTILIZATION = 40
[constraint.sdc]
current_design LineBuffer

set clk_period 1.0
set clk_io_pct 0.2

create_clock -name clk0 -period $clk_period [get_ports {clk}]

set non_clock_inputs [all_inputs -no_clocks]
set_input_delay [expr $clk_period * $clk_io_pct] -clock clk0 $non_clock_inputs
set_output_delay [expr $clk_period * $clk_io_pct] -clock clk0 [all_outputs]
[design.v]
module LineBuffer(
    input clk,rst,
    input [8:0]Y,
    input [13:0]input_sram_rd_addr,
    output [8:0]R0,R1,R2,R3,R4,R5,R6,R7,R8
);
    parameter img_h = 58;
    parameter img_w = 58;
    reg [8:0]LB1[0:img_w-1];
    reg [8:0]LB2[0:img_w-1];
    reg [8:0]LB3[0:2];
    integer i;
    assign R0 = LB1[0];
    assign R1 = LB1[1];
    assign R2 = LB1[2];
    assign R3 = LB2[0];
    assign R4 = LB2[1];
    assign R5 = LB2[2];
    assign R6 = LB3[0];
    assign R7 = LB3[1];
    assign R8 = LB3[2];
    always @(posedge clk , posedge rst) begin
        if(rst)begin
            for(i=0;i<img_w;i=i+1)begin
                LB1[i] <= 20'd0;
                LB2[i] <= 20'd0;
            end
            LB3[0] <= 20'd0;
            LB3[1] <= 20'd0;
            LB3[2] <= 20'd0;
        end
        else begin
            LB3[2] <= Y;
            LB3[1] <= LB3[2];
            LB3[0] <= LB3[1];
            LB2[img_w-1] <= LB3[0];
            LB1[img_w-1] <= LB2[0];
            for(i=img_w-2;i>=0;i=i-1)begin
                LB1[i] <= LB1[i+1];
                LB2[i] <= LB2[i+1];
            end
        end
    end
endmodule
[run.sh]
#!/bin/bash
# OpenROAD 26Q1-2900-gdf79404cd8, Yosys 0.63+post, stock flow scripts
make -C /OpenROAD-flow-scripts/flow DESIGN_CONFIG=/design/flow/config.mk WORK_HOME=/design/flow/orfs finish
==> results.txt <==
yosys + openroad results -> outcome complete, but fails checks, failing checks negative setup slack, DRT antenna net count 0, DPL Wire Length 12900 um, sequential standard cell area 26800 sq um, Worst Hold Class in2async, Post-Route WL 29200 um, Design Area, Final 32700 sq um, YS chip area 26800 sq um, vias per std cell 3.99, worst-path fanout max 2, vias in the first global route 9825, worst r2r path cells 3, Rows 94, Worst-path clk slew 60 ps, CTS tree done, placed instance area 29500 sq um, H-tree Lvls 3, Final Util 0.496, Core Density at Floorplan 0.406, Arr. time, crit path 1180 ps, multi-input gates 0, Num CTS Buffers 100, CTS root buf clkbuf_16, power density over the cells 2530 nW/um^2, final setup violation count 81, DRC errors left 0, Tmin final 1380 ps, largest net degree at the start of global routing 55, worst skew pair latency 630 ps, Ant. Diodes 0, worst reg2reg setup slack 160 ps, via count 9161, Top delay family on crit path flip-flops, startpoint types flip-flop, Yosys warning count 4, Layout fillers 5112, unrepaired setup endpoints after global routing true, final tally of hold violations 0, worst rel slew slack 0.696, register share after synthesis 1.00, Worst EP required 800 ps, # Cells Yosys 1072, synthesis-to-finish area growth 22.0%, Worst Setup End Kind primary output, MI comb area 0 sq um, Max-cap violations 0, share of layout cells above drive strength 1 0.224, clock sinks 1071, RR Endpoint LB1[57][6]$_DFF_PP0_, critical path cell sequence buf_12, fmax 725 MHz, Crit Path Class reg2out, Layout Skew 17.2 ps, placeable core area 66000 sq um, I/O Buffers 91, Static Leak 16.6 nW, Synth Cell Area 26800 sq um, Final Max Slew Viols 0, synthesized instance count 1072, drt first pass iters 22, Tcrit/Tclk final 1.38, Max clock buf depth 3, R2R Path Start LB2[0][6]$_DFF_PP0_, CP peak stage delay 410 ps, Worst Path Buf+Inv 1, Critical-path top delay cell dfrtp_1, Die Wd 261 um, Final GP Congestion 0.713, DRT iter0 DRCs 574, setup slack after layout -379 ps, first-pass GRT wire length 51200 um, slew at the pin closest to its max-slew limit 456 ps, WP depth 1, Synth cell types 2, Ports 106, GRT Util Overall 0.0986, final hold slack 63.6 ps, Tool Warnings 43, initial antenna violation count 0, Avg Inst Size Synth 25.0 sq um, chip footprint 68100 sq um, grt ovf 0, Worst IR Drop VDD 1500 uV, drt wl/cell 12.7 um, Die Y 261 um, register bit count reported by yosys 1071
## kinds of logic after synthesis
family	count (synthesis)	synth area share
buf+inv	1	0.000140
flops	1071	1.00
## tightest hold or removal path: stages
cell             delay (ps)
clkdlybuf4s50_1         460
clkinvlp_4              160
buf_12                  220
## cell type report
class | instances | area share
sequential | 1071 | 0.819
tap | 864 | 0.0330
clock inverter | 41 | 0.0143
timing repair buffer | 178 | 0.0450
inverter | 1 | 0.000229
clock buffer | 142 | 0.0881
## through the flow
stage	cells	power, mW	TNS [ps]	worst slack (ps)
final	2297	82.9	-24300	-379
after global routing	2297	86.4	-30410	-436
after CTS	2293	84.5	-29080	-424
after detailed placement	2076	46.5	-203040	-257
after global placement	2076	46.5	-198300	-247
after floorplan	1072	45.7	-	-13970
## worst max path at each step
stage | startpoint | end
after CTS | LB2[2][1]$_DFF_PP0_ | R5[1]
after global routing | LB2[2][1]$_DFF_PP0_ | R5[1]
final | LB2[2][1]$_DFF_PP0_ | R5[1]
## sequential cells by signal, summed over array words and instances (netlist names)
| signal | count |
|---|---|
| LB3 | 27 |
| LB2 | 522 |
| LB1 | 522 |
## power breakdown
group          internal (mW)  switching [mW]  leakage (nW)  total, mW
clock network           22.2            15.1          1.66       37.3
registers               44.2           0.263          13.9       44.5
logic                  0.322           0.816         0.986       1.14
## routing by layer
| metal | routed length (um) | up-vias | GRT usage |
|---|---|---|---|
| li1 | - | 3904 | - |
| met1 | 15300 | 4973 | 0.194 |
| met2 | 11100 | 194 | 0.111 |
| met3 | 1750 | 90 | 0.0304 |
| met4 | 1070 | 0 | 0.0317 |
| met5 | 0 | - | 0 |
## cell usage after synthesis
| master | number | area, sq um |
|---|---|---|
| dfrtp_1 | 1071 | 26800 |
| inv_1 | 1 | 3.75 |
## timing repair
action,4_1_cts,5_1_grt
gates resized,240,0
hold buffers,9,0
buffers inserted,25,4
setup endpoints to repair,81,81
endpoints found under the hold margin,9,0
## layout by cell type, fill, tap and decap left out
master              n
clkinvlp_4          4
dlygate4sd3_1       9
dfrtp_1          1071
inv_8               1
buf_12             23
buf_2              80
clkbuf_16         102
inv_6               3
clkbuf_8           18
clkbuf_1           22
clkinv_4            1
clkinv_2           22
bufinv_16           8
clkdlybuf4s50_1    10
buf_4              56
clkinv_8            3
Power figures rest on the tool's default switching activity, not on a simulated workload.
