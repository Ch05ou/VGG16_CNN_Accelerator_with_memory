==> design/flow/design.v <==
module PE(
    input clk,kernel_rf_en,
    input signed[8:0]R0,R1,R2,R3,R4,R5,R6,R7,R8,
    input signed[15:0]kernel_data,
    output reg signed[24:0]conv0,conv1,conv2,conv3,conv4,conv5,conv6,conv7,conv8
);
    reg [3:0]counter;
    reg signed[15:0]kernel[8:0];
    always@(posedge clk)begin
        if(kernel_rf_en)begin
            counter <= 0;
        end
        else begin
            counter <= counter + 1'b1;
        end
    end
    always @(*) begin
        kernel[counter-1] = (kernel_rf_en)? kernel[counter-1]:kernel_data;
    end
    always @(*) begin
        conv0 = R0 * kernel[0];
        conv1 = R1 * kernel[1];
        conv2 = R2 * kernel[2];
        conv3 = R3 * kernel[3];
        conv4 = R4 * kernel[4];
        conv5 = R5 * kernel[5];
        conv6 = R6 * kernel[6];
        conv7 = R7 * kernel[7];
        conv8 = R8 * kernel[8];
    end
endmodule
==> design/flow/run.sh <==
#!/bin/bash
# OpenROAD 26Q1-2900-gdf79404cd8, Yosys 0.63+post, stock flow scripts
make -C /OpenROAD-flow-scripts/flow DESIGN_CONFIG=/design/flow/config.mk WORK_HOME=/design/flow/orfs finish
==> design/flow/config.mk <==
export PLATFORM = sky130hd
export DESIGN_NAME = PE
export DESIGN_NICKNAME = PE
export VERILOG_FILES = /design/flow/design.v
export SDC_FILE = /design/flow/constraint.sdc
export NUM_CORES = 4
export LEC_CHECK = 1
export CORE_UTILIZATION = 40
==> design/flow/constraint.sdc <==
current_design PE

set clk_period 12.6
set clk_io_pct 0.2

create_clock -name clk0 -period $clk_period [get_ports {clk}]

set non_clock_inputs [all_inputs -no_clocks]
set_input_delay [expr $clk_period * $clk_io_pct] -clock clk0 $non_clock_inputs
set_output_delay [expr $clk_period * $clk_io_pct] -clock clk0 [all_outputs]
==> CHANGELOG.md <==
## Flow update

* Status: finished clean
* Fp_density at 40.4%
* Post-Syn Instances at 5159
* Register pins left without a clock at 144
* Routed wire per std cell at 17.7 um
* Die area at 119000 sq um
* Postcts setup bufs at 0
* Routability congestion estimate at 0.939
* Clk latency late pin at 220 ps
* Grt total ovfl at 0
* Max Clk Rate at 87.4 MHz
* TritonCTS clock tree: yes
* Req. time, crit path at 10080 ps
* Area grow syn2layout at 9.42%
* Final worst path period share at 90.8%
* Crit path DAT at 8920 ps
* Yosys adder share at 58.3%
* Final Setup Violations at 0
* First-pass GRT wire length at 196000 um
* Clock Tree Root: clkbuf_16
* Final Skew at 0.627 ps
* DRC viols at 0
* Die height at 345 um
* Tool warnings at 29
* Mapped cell area at 47000 sq um
* Chip width at 345 um
* CP Launch Point: R8[0]
* Clk slew on worst S/H paths at 30 ps
* Top area contributor share at 45.7%
* R2r startpoint: counter[0]
* Yosys xor share at 4.16%
* FFs w/ async S/R, synth at 0%
* Core area at 116000 sq um
* Max Fanout on Critical Path at 16
* DP HPWL at 103000 um
* Post-synth cell types at 77
* DRT antenna net count at 0
* Worst Setup End Kind: primary output
* EDFF count, synth at 0
* Simple share at 17.1%
* Maxcap violations at 0
* Dominant logic cell types in the final layout: 1071 x fa_1, 925 x inv_1, 642 x nand2_1
* Pins over their slew limit at 0
* Most numerous logic cell after layout: fa_1
* Vias in the first global route at 36000
* Post-place setup slack at 1120 ps
* Routed WL at 120000 um
* Initial antenna violation count at 13
* Gates resized, CTS repair at 0
* Cell row count at 125
* Fillers at 11200
* 1st-pass router iterations at 7
* Dominant Register Cell: dlxtn_1
* Logic area at 40300 sq um
* Worst-Margin Slew at 989 ps
* First DRT Iteration DRCs at 1388
* Endpoints failing hold at 0
* Synth area leader: fa_1
* Hold/Removal Path Class: reg2reg
* Num CTS Buffers at 3
* Port buffer count at 323
* Vias/cell at 5.02
* Boundary Pins at 324
* Yosys warning tally at 146
* Clock buffer depth at 2
* Main logic family: adder cells
* Number of cells in the yosys synthesis report at 5159
* Endpoints left unconstrained at 144
* TNS Setup at 0 ps
* Synth mux share at 0.0453%
* RSZ-0062 raised after global routing: no
* CP Class: in2out
* Chip Area, Yosys at 47000 sq um
* Cell area leaders: fa_1 46%, ha_1 13%, and2_1 7.6%
* Total number of vias at 34100
* Flop area at 2240 sq um
* Compound-Gate Fraction of Synth Area at 6.26%
* Pin count of the biggest net entering global routing at 46
* GRT Total Usage at 22.5%
* Fin crit period at 11440 ps
* Mean Syn Cell Area at 9.10 sq um
* Synthesized registers at 148
* H-tree depth at 1
* Ant diodes at 0
* Hold wc startpoint: counter[0]
* Max-slew headroom at 34.1%
* # hold bufs at CTS at 0
* Layout cells sized above 1 at 0.988%
* CP startpoint kind: primary input
* Setup ws final at 1160 ps
==> cell usage after synthesis, types with 14 or more instances <==
cell type	n
a211oi_1	14
a21o_1	47
a21oi_1	143
a222oi_1	32
a22oi_1	16
a31oi_1	16
and2_1	570
and3_1	24
clkbuf_1	233
dlxtn_1	144
fa_1	1071
ha_1	473
inv_1	925
nand2_1	642
nand2b_1	44
nand3_1	55
nor2_1	202
nor2b_1	23
nor3_1	38
o21ai_0	58
o21bai_1	25
xnor2_1	177
xor2_1	46
==> metrics by stage <==
stage | utilization [%] | cells | hold slack, ps | cell area (sq um)
5_1_grt | 44.2 | 6785 | 550 | 51400
6_report | 44.2 | 6785 | 528 | 51400
2_1_floorplan | - | 5159 | 471 | 47000
3_5_place_dp | 44.1 | 6782 | 516 | 51300
4_1_cts | 44.2 | 6785 | 524 | 51400
3_3_place_gp | 44.1 | 6782 | 502 | 51300
==> path summary, 6_finish.rpt <==
kind	to	slack, ps	depth (start not counted)
hold reg to reg	counter[0]	530	1
setup reg to reg	counter[1]	11500	3
setup / recovery	conv8[24]	1160	21
hold / removal	counter[0]	530	1
==> metal layers <==
metal	wire length (um)	vias to the layer above	track usage (%)
met5	118	-	0
met4	2070	20	2.92
met3	12200	123	8.98
met2	56500	1056	35.0
met1	49100	17000	31.6
li1	-	15900	-
==> final cells by class <==
| cell class | count | share of cell area [%] |
|---|---|---|
| multi-input cells | 3842 | 78.5 |
| inverters | 925 | 6.76 |
| repair buffers | 343 | 6.57 |
| flip-flops and latches | 148 | 4.36 |
| well taps | 1524 | 3.71 |
| clock buffers | 3 | 0.146 |
==> cells by family (layout without fill, tap and decap cells) <==
| family | after synthesis | after routing |
|---|---|---|
| adder cells (fa/ha/maj) | 1545 | 1545 |
| latches | 144 | 144 |
| flip-flops | 4 | 4 |
| multiplexers | 2 | 2 |
| XOR/XNOR | 223 | 223 |
| buffers and inverters | 1169 | 1271 |
| AND/OR/NAND/NOR | 1636 | 1636 |
| AND-OR/OR-AND | 436 | 436 |
==> worst max-delay path, cell delays in order <==
cell and delay [ps]:
clkdlybuf4s50_1 880, nand2_1 170, fa_1 550, inv_1 50, fa_1 500, inv_1 50, fa_1 520, inv_1 50
fa_1 380, fa_1 420, ha_1 360, o21ai_0 360, a211oi_1 140, a221oi_1 360, buf_4 190, a211o_1 160
nand3_1 100, a31oi_1 240, o21bai_1 100, xnor2_1 260, clkdlybuf4s50_1 540
==> registers in the layout (all words and copies together), names as in the netlist <==
name     cells
counter      4
kernel     144
