==> design/flow/design.v <==
module AT(
    input clk,
    input signed[24:0]conv0,conv1,conv2,conv3,conv4,conv5,conv6,conv7,conv8,
    input signed[35:0]partial_sum,
    output reg signed[35:0]sum
);
    reg signed[25:0]tmp01,tmp23,tmp45,tmp67,tmp8;
    reg signed[26:0]tmp0123,tmp4567,tmp8_2;
    reg signed[27:0]tmp027,tmp8_3;
    always @(*) begin
        tmp01 = conv0 + conv1;
        tmp23 = conv2 + conv3;
        tmp45 = conv4 + conv5;
        tmp67 = conv6 + conv7;
        tmp8 = conv8;
    end
    always @(*)begin
        tmp0123 = tmp01 + tmp23;
        tmp4567 = tmp45 + tmp67;
        tmp8_2 = tmp8;
    end
    always @(*) begin
        tmp027 = tmp0123 + tmp4567;
        tmp8_3 = tmp8_2;
    end
    always @(*) begin
        sum = tmp027 + tmp8_3 + partial_sum;
    end
endmodule
==> design/flow/run.sh <==
#!/bin/bash
# OpenROAD 26Q1-2900-gdf79404cd8, Yosys 0.63+post, stock flow scripts
make -C /OpenROAD-flow-scripts/flow DESIGN_CONFIG=/design/flow/config.mk WORK_HOME=/design/flow/orfs finish
==> design/flow/config.mk <==
export PLATFORM = sky130hd
export DESIGN_NAME = AT
export DESIGN_NICKNAME = AT
export VERILOG_FILES = /design/flow/design.v
export SDC_FILE = /design/flow/constraint.sdc
export NUM_CORES = 4
export LEC_CHECK = 1
export CORE_UTILIZATION = 50
==> design/flow/constraint.sdc <==
current_design AT

set clk_period 21.0
set clk_io_pct 0.2

create_clock -name clk0 -period $clk_period

set non_clock_inputs [all_inputs -no_clocks]
set_input_delay [expr $clk_period * $clk_io_pct] -clock clk0 $non_clock_inputs
set_output_delay [expr $clk_period * $clk_io_pct] -clock clk0 [all_outputs]
==> reports/qor.csv <==
metric;value;unit
fp_density;51.4;%
die height;124;um
XOR/XNOR Area Share;3.40;%
CP endpoint kind;output port;
Yosys chip area;7470;um2
Max Used Layer;met3;
Hold Vio Cnt, Final;0;
Top non-seq family;adder cells;
number of diodes;0;
Placed Cells;1246;
Tmin final;14.13;ns
logic area;6360;um2
Startpoint Class;input port;
FILL cells;1090;
yosys warns;1;
Cell Type Count;64;
initial antenna violation count;0;
dominant cell by count in the synthesized netlist;inv_1;
DRT met1 WL;5960;um
via count;5945;
# port buffers;297;
Slew HR;56.4;%
hold crit path type;input port to output port;
DP Wirelength;15300;um
Critical Path Fanout Max;4;
post-detailed-route wirelength per cell;12.7;um
period utilization;67.3;%
Clock buffer cells;0;
share of post-route cells with drive strength above 1;1.22;%
synthesized cell area;7470;um2
Fmax;70.8;MHz
Flops;0;
largest net degree at the start of global routing;13;
maxcap violations;0;
most instantiated cells after synthesis;inv_1 (261), fa_1 (211), ha_1 (40), a21oi_1 (34), nand2_1 (30);
post-CTS sizing;0;
global-route wire length before repair;27000;um
AO/OA Area Share;11.4;%
Layout area overhead;41.3;%
first drt pass iteration count;4;
Tool Warnings;35;
Simple-Gate Area Share;6.89;%
Die Size;15400;um2
actual slew at the worst max-slew pin;0.644;ns
Final Wtd Congestion;0.842;
DRC viols;0;
Met3 Routed Length;1690;um
grt total ovfl;0;
top cells, area;fa_1 (57%), inv_1 (13%), ha_1 (6.7%), a21oi_1 (2.3%), a21o_1 (2.1%);
number of global-route vias before repair;6354;
Top Ports;298;
met2 wire len;8180;um
Cell Rows;44;
MUX area fraction;0.285;%
Setup CP Type;input port to output port;
setup tns final;0;ns
Synth Instances;780;
hold buffer count at cts;0;
CP Data Arrival Time;9.93;ns
unrepaired setup endpoints after global routing;false;
GRT Total Usage;23.5;%
vias per cell;4.77;
Synth Area in Adders;63.3;%
die width;124;um
# setup viols final;0;
Post-CTS Setup Inserts;0;
yosys cell count;780;
1st-iter DRT viols;134;
Top cell area share;56.6;%
outcome;completed;
ANT nets after route;0;
synthesized area per cell;9.57;um2
Critical Path RT;16.80;ns
total wire length;15800;um
Slew Limit Fails;0;
Synth Seq Share;0;%
Sequential cell area;0;um2
count of non-filler cells in the finished layout;1246;
core area;14500;um2
dominant cell type by area after synthesis;fa_1;
-- worst paths after layout --
check,start,cells past startpoint,end
worst max-delay path,conv0[2],19,sum[31]
worst min-delay path,partial_sum[0],3,sum[0]
-- worst max-delay path, cell delays in order --
cell	delay (ns)
clkdlybuf4s50_1	0.46
inv_1	0.05
fa_1	0.52
inv_1	0.05
fa_1	0.47
fa_1	0.51
inv_1	0.05
fa_1	0.47
inv_1	0.05
fa_1	0.50
inv_1	0.06
fa_1	0.40
and2b_1	0.23
o2111ai_1	0.16
a311o_1	0.47
a31oi_1	0.31
nor2_1	0.11
a311oi_1	0.34
clkdlybuf4s50_1	0.52
-- routing by layer --
metal	vias to the layer above	track usage [%]
met5	-	0
li1	2916	-
met4	0	0.0744
met1	2834	32.7
met2	195	41.7
met3	0	5.33
-- layout make-up --
class | instances | area share (%)
Timing Repair Buffer | 297 | 28.2
Tap cell | 184 | 2.18
Multi-Input combinational cell | 504 | 60.3
Inverter | 261 | 9.29
-- cells in the final DEF, fill, tap and decap left out, types with 5 or more instances in the layout --
| master | instances |
|---|---|
| xor2_1 | 14 |
| inv_1 | 261 |
| o21a_1 | 6 |
| o21bai_1 | 5 |
| nand4_1 | 11 |
| fa_1 | 211 |
| and2_1 | 5 |
| a21o_1 | 21 |
| nor2_1 | 15 |
| nand2_1 | 30 |
| o21ai_0 | 14 |
| nand3_1 | 6 |
| a21oi_1 | 34 |
| ha_1 | 40 |
| and3_1 | 5 |
| clkdlybuf4s50_1 | 297 |
| a31oi_1 | 7 |
| xnor2_1 | 15 |
-- stage by stage --
step	setup WS, ns	util (%)	cell area [um2]	hold slack (ns)
2_1_floorplan	8.30	-	7470	8.48
3_3_place_gp	6.82	72.6	10500	9.44
3_5_place_dp	6.84	72.6	10500	9.45
4_1_cts	6.80	72.6	10500	9.45
5_1_grt	6.56	72.6	10500	9.48
6_report	6.87	72.6	10500	9.44
-- kinds of logic (layout without fill, tap and decap cells) --
group,after synthesis,in the layout
AND/OR/NAND/NOR,97,97
AND-OR/OR-AND,125,125
adder cells (fa/ha/maj),251,251
XOR/XNOR,29,29
multiplexers,2,2
buffers and inverters,276,558
